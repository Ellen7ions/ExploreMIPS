`flow/constraint.sdc`:
```
current_design Regs_ID_EX

set clk_period 1.0
set clk_io_pct 0.2

create_clock -name clk0 -period $clk_period [get_ports {clk}]

set non_clock_inputs [all_inputs -no_clocks]
set_input_delay [expr $clk_period * $clk_io_pct] -clock clk0 $non_clock_inputs
set_output_delay [expr $clk_period * $clk_io_pct] -clock clk0 [all_outputs]
```
`flow/design.v`:
```
`timescale 1ns / 1ps
`timescale 1ns / 1ps
module Regs_ID_EX(
    input wire clk, en, rst, clear,
    input wire [15:0]               W_ID_imme_i,
    input wire [4:0]                W_ID_rs_i,
    input wire [4:0]                W_ID_rt_i,
    input wire [4:0]                W_ID_rd_i,
    input wire [32-1:0]   W_ID_rs_data_i,
    input wire [32-1:0]   W_ID_rt_data_i,
    input wire                      W_ID_rt_sel_i,
    input wire [3:0]                W_ID_alu_sel_i,
    input wire                      W_ID_w_mem_ena_i,
    input wire                      W_ID_w_reg_ena_i,
    input wire                      W_ID_wb_sel_i,
    input wire                      W_ID_mem_r_i,
    input wire [31:0]               W_ID_PC_i,
    output wire [15:0]              W_ID_imme_o,
    output wire [4:0]               W_ID_rs_o,
    output wire [4:0]               W_ID_rt_o,
    output wire [4:0]               W_ID_rd_o,
    output wire [32-1:0]  W_ID_rs_data_o,
    output wire [32-1:0]  W_ID_rt_data_o,
    output wire                     W_ID_rt_sel_o,
    output wire [3:0]               W_ID_alu_sel_o,
    output wire                     W_ID_w_mem_ena_o,
    output wire                     W_ID_w_reg_ena_o,
    output wire                     W_ID_wb_sel_o,
    output wire                     W_ID_mem_r_o,
    output wire [31:0]              W_ID_PC_o
    );
    FlopEnRC #(32) flop_pc(
        .clk(clk),
        .en(~en),
        .rst(rst),
        .clear(clear),
        .in(W_ID_PC_i),
        .out(W_ID_PC_o)
    );
    FlopEnRC #(16) flop_imme(
        .clk(clk),
        .en(~en),
        .rst(rst),
        .clear(clear),
        .in(W_ID_imme_i),
        .out(W_ID_imme_o)
    );
    FlopEnRC #(5) flop_rs(
        .clk(clk),
        .en(~en),
        .rst(rst),
        .clear(clear),
        .in(W_ID_rs_i),
        .out(W_ID_rs_o)
    );
    FlopEnRC #(5) flop_rt(
        .clk(clk),
        .en(~en),
        .rst(rst),
        .clear(clear),
        .in(W_ID_rt_i),
        .out(W_ID_rt_o)
    );
    FlopEnRC #(5) flop_rd(
        .clk(clk),
        .en(~en),
        .rst(rst),
        .clear(clear),
        .in(W_ID_rd_i),
        .out(W_ID_rd_o)
    );
    FlopEnRC #(32) flop_rs_data(
        .clk(clk),
        .en(~en),
        .rst(rst),
        .clear(clear),
        .in(W_ID_rs_data_i),
        .out(W_ID_rs_data_o)
    );
    FlopEnRC #(32) flop_rt_data(
        .clk(clk),
        .en(~en),
        .rst(rst),
        .clear(clear),
        .in(W_ID_rt_data_i),
        .out(W_ID_rt_data_o)
    );
    FlopEnRC #(1) flop_rt_sel(
        .clk(clk),
        .en(~en),
        .rst(rst),
        .clear(clear),
        .in(W_ID_rt_sel_i),
        .out(W_ID_rt_sel_o)
    );
    FlopEnRC #(4) flop_alu_sel(
        .clk(clk),
        .en(~en),
        .rst(rst),
        .clear(clear),
        .in(W_ID_alu_sel_i),
        .out(W_ID_alu_sel_o)
    );
    FlopEnRC #(1) flop_w_mem_ena_sel(
        .clk(clk),
        .en(~en),
        .rst(rst),
        .clear(clear),
        .in(W_ID_w_mem_ena_i),
        .out(W_ID_w_mem_ena_o)
    );
    FlopEnRC #(1) flop_w_reg_ena(
        .clk(clk),
        .en(~en),
        .rst(rst),
        .clear(clear),
        .in(W_ID_w_reg_ena_i),
        .out(W_ID_w_reg_ena_o)
    );
    FlopEnRC #(1) flop_wb_sel(
        .clk(clk),
        .en(~en),
        .rst(rst),
        .clear(clear),
        .in(W_ID_wb_sel_i),
        .out(W_ID_wb_sel_o)
    );
    FlopEnRC #(1) flop_id_mem_r(
        .clk(clk),
        .en(~en),
        .rst(rst),
        .clear(clear),
        .in(W_ID_mem_r_i),
        .out(W_ID_mem_r_o)
    );
endmodule
`timescale 1ns / 1ps
module FlopEnRC #(parameter WIDTH = 32)(
    input wire clk,
    input wire en,
    input wire rst,
    input wire clear,
    input wire [WIDTH-1:0] in,
    output reg [WIDTH-1:0] out
    );
    always @(posedge clk, posedge rst) begin
        if (rst) begin
            out <= {WIDTH{1'b0}};
        end else if (clear) begin
            out <= {WIDTH{1'b0}};
        end else if (en) begin
            out <= in;
        end
    end
endmodule
```
`flow/config.mk`:
```
export PLATFORM = sky130hd
export DESIGN_NAME = Regs_ID_EX
export DESIGN_NICKNAME = Regs_ID_EX
export VERILOG_FILES = /design/flow/design.v
export SDC_FILE = /design/flow/constraint.sdc
export NUM_CORES = 4
export LEC_CHECK = 1
export CORE_UTILIZATION = 30
```
`flow/run.sh`:
```
#!/bin/bash
# OpenROAD 26Q1-2900-gdf79404cd8, Yosys 0.63+post, stock flow scripts
make -C /OpenROAD-flow-scripts/flow DESIGN_CONFIG=/design/flow/config.mk WORK_HOME=/design/flow/orfs finish
```
==> out/results.tsv <==
stage	metric	value	unit
outcome	run status	finished, violations left	
outcome	violated checks	setup timing	
synth	Synth Cell Area	5490	µm²
layout	P&R area growth vs syn	63.4	%
final_timing	max-slew violation total from the final report	0	
synth	largest family of logic cells by area	multiplexers	
detailed_routing	tally of nets with antenna violations remaining after routing	0	
critical_path	Critical Path Sink Type	primary output	
floorplanning	Die Span X	137	µm
pwr	Pwr Total	14400	µW
final_timing	maximum clock frequency	891	MHz
critical_path	slowest library cell on the worst path	sky130_fd_sc_hd__dfrtp_1	
final_timing	accumulated negative setup slack	-13.52	ns
grt	number of global-route vias before repair	4456	
final_timing	slew of the pin with the lowest slew margin	0.287	ns
placed_design	instance count after placement with tap cells included	939	
pwr	worst ir drop on vdd	0.00115	V
clocking	clock latency on the worst-skew pair	0.41	ns
pwr	static power due to leakage	0.00480	µW
grt	maximum number of pins on one net before global-route repair	56	
floorplanning	area enclosed by the die boundary	18800	µm²
synth	post-synth area from yosys stat	5490	µm²
synth	cell count listed in synth_stat.txt	439	
synth	Synth cell types	10	
floorplanning	number of placement rows	49	
detailed_routing	final WL	15000	µm
flow_run	tool warning count	28	
clocking	number of buffers between clock root and the deepest sink	2	
detailed_routing	routed vias/inst	4.31	
floorplanning	fp_density	30.5	%
flow_run	reported max-cap violation count	0	
critical_path	worst-path cell chain	buf_2	
worst_hold_path	min-delay worst type	in -> async	
critical_path	highest cell delay on the worst timing path	0.38	ns
final_timing	number of failing hold endpoints at the final stage	0	
grt	total global routing overflow	0	
floorplanning	die height	137	µm
critical_path	data required time at the worst endpoint	0.80	ns
synth	area share of fa/ha/maj cells after synthesis	0	%
synth	warning count from the yosys run	5	
grt	number of antenna violations at the first check in global routing	0	
final_timing	final critical path time including I/O delays and setup	1.12	ns
clocking	root buffer cell	sky130_fd_sc_hd__clkbuf_16	
synth	Synthesized registers	136	
detailed_routing	Vias	4361	
synth	Synth Area in Simple Gates	9.30	%
final_timing	clock skew after layout	0	ns
detailed_routing	Starting DRT DRC Count	110	
placed_design	detailed-placement wirelength estimate	10800	µm
layout	most frequent logic cells in the routed design	sky130_fd_sc_hd__clkdlybuf4s50_1, sky130_fd_sc_hd__mux2i_1, sky130_fd_sc_hd__nor2_1, sky130_fd_sc_hd__dfrtp_1, sky130_fd_sc_hd__buf_2	
floorplanning	Std-Cell Core Area	18000	µm²
detailed_routing	WL per Instance	14.9	µm
final_timing	worst-case hold slack	0.227	ns
critical_path	type of element launching the critical path	flop	
final_timing	Final setup violation count	136	
pwr	power density over the cells	1610	nW/µm²
final_timing	Worst slew margin	80.9	%
critical_path	Setup Crit Path Kind	reg -> out	
layout	fraction of layout cells with a size suffix above 1	30.4	%
synth	average instance area after synthesis	12.5	µm²
clocking	clock-pin transition on the worst setup and hold timing paths	0.06	ns
detailed_routing	DRC violations left	0	
clocking	TritonCTS buffer count	17	
critical_path	largest fanout on the critical path	2	
detailed_routing	drt first pass iters	4	
final_timing	Tcrit/Tclk final	112	%
clocking	H-Tree Depth	4	
placed_design	RePlAce Congestion	0.765	
synth	multiplexer area fraction after synthesis	24.8	%
final_timing	RSZ-0062 raised after global routing	yes	
floorplanning	io pins	276	
grt	GRT Resource Usage Total	16.1	%
layout	leading cell type in the layout, fill and taps excluded	sky130_fd_sc_hd__clkdlybuf4s50_1	
placed_design	number of port buffers	275	
final_timing	minimum setup slack in the final design	-0.122	ns
clocking	Sink Count	136	
clocking	clock tree from TritonCTS	done	
critical_path	family with the most delay on the worst path	flip-flops	
grt	wire length of the first global-routing pass	22600	µm
critical_path	Buf/Inv on CP	1	
layout	Layout Cells excl Fill	1012	
detailed_routing	antenna diode instance count	0	
synth	proportion of synthesized chip area in sequential cells	62.0	%
synth	post-synthesis xor/xnor area fraction	0	%
critical_path	data arrival time of the critical path	0.92	ns
synth	ao+oa area frac	0	%
synth	Cells after Synth	439	
[power breakdown]
part           internal [µW]  leakage (µW)  total (µW)  switching [µW]
Clock                   4070      0.000292        6500            2420
Sequential              5810       0.00180        5960             151
Combinational           1240       0.00270        1960             716
Total                  11100       0.00480       14400            3290
[cell type report]
type                       instances  area (µm²)
clock inverter                    13         169
sequential                       136        3400
inverter                           1        7.51
timing repair buffer             342        2770
multi-input combinational        272        1870
clock buffer                      19         453
tap                              229         287
fill                            1598        9000
[per-stage QoR]
stage,setup slack [ns],cell area [µm²],util [%]
6_report,-0.122,8960,49.9
4_1_cts,-0.151,8800,49.0
2_1_floorplan,-0.893,5490,-
3_3_place_gp,-0.0389,8720,48.5
5_1_grt,-0.170,8960,49.9
3_5_place_dp,-0.0707,8720,48.5
[layer usage]
metal	up-vias	wire [µm]	track usage [%]
met2	169	7200	26.7
met1	2061	6090	20.9
met4	0	238	2.44
met5	-	0	0
met3	12	1510	6.16
li1	2119	-	-
[Yosys cell counts (all sizes together)]
master,instances,area share (%)
nor2,136,9.3
mux2i,136,25
inv,1,0.068
dfrtp,136,62
clkbuf,9,0.62
buf,21,3.2
[worst register-to-register path, cell delays in order (launching register included)]
cell	delay, ns
sky130_fd_sc_hd__dfrtp_1	0.38
sky130_fd_sc_hd__buf_4	0.14
sky130_fd_sc_hd__buf_4	0.12
sky130_fd_sc_hd__mux2i_1	0.14
sky130_fd_sc_hd__nor2_1	0.06
[state kept, by name, indices dropped and copies added, names as in the netlist]
name and flops:
flop_rt_sel.out 1, flop_w_reg_ena.out 1, flop_alu_sel.out 4, flop_rs_data.out 32, flop_pc.out 32, flop_id_mem_r.out 1
flop_rt_data.out 32, flop_rt.out 5, flop_wb_sel.out 1, flop_w_mem_ena_sel.out 1, flop_rs.out 5, flop_rd.out 5
flop_imme.out 16
[cell families (layout without fill, tap and decap cells)]
logic type	Yosys count	count (layout)
buffers and inverters	31	375
flip-flops	136	136
multiplexers	136	136
AND/OR/NAND/NOR	136	136
[worst paths after layout]
kind                                                  startpoint  cells after the start                               end  slack [ns]
worst max-delay path            flop_rt_data.out[24]$_DFFE_PP0P_                      1                W_ID_rt_data_o[24]       -0.12
worst min-delay path                                         rst                      3      flop_imme.out[8]$_DFFE_PP0P_        0.23
worst max register to register       flop_pc.out[14]$_DFFE_PP0P_                      4       flop_pc.out[14]$_DFFE_PP0P_        0.05
worst min register to register  flop_rs_data.out[29]$_DFFE_PP0P_                      2  flop_rs_data.out[29]$_DFFE_PP0P_        0.52
max in group asynchronous                                    rst                      3   flop_rt_data.out[5]$_DFFE_PP0P_        0.46
min in group clk0                                          clear                      3       flop_wb_sel.out$_DFFE_PP0P_        0.25
[timing repair]
action                     CTS  global route
pin swaps                    0             1
hold buffers                 0             0
setup endpoints to repair  136           137
buffers inserted            19            23
resized                    422             0
No activity file was given, so power comes from the tool's default toggle rates.
