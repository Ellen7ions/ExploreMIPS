### flow/config.mk
export PLATFORM = sky130hd
export DESIGN_NAME = Regs_EX_MEM
export DESIGN_NICKNAME = Regs_EX_MEM
export VERILOG_FILES = /design/flow/design.v
export SDC_FILE = /design/flow/constraint.sdc
export NUM_CORES = 4
export LEC_CHECK = 1
export CORE_AREA = 10 10 157 157
export DIE_AREA = 0 0 167 167
### flow/constraint.sdc
current_design Regs_EX_MEM

set clk_period 1.0
set clk_io_pct 0.2

create_clock -name clk0 -period $clk_period [get_ports {clk}]

set non_clock_inputs [all_inputs -no_clocks]
set_input_delay [expr $clk_period * $clk_io_pct] -clock clk0 $non_clock_inputs
set_output_delay [expr $clk_period * $clk_io_pct] -clock clk0 [all_outputs]
### flow/design.v
`timescale 1ns / 1ps
`timescale 1ns / 1ps
module Regs_EX_MEM(
    input wire clk, en, rst, clear,
    input wire [32-1:0]   W_EX_alu_res_i,
    input wire [32-1:0]   W_EX_rt_data_i,
    input wire [4:0]                W_EX_rd_i,
    input wire                      W_EX_w_mem_ena_i,
    input wire                      W_EX_w_reg_ena_i,
    input wire                      W_EX_wb_sel_i,
    input wire                      W_EX_mem_r_i,
    input wire [4:0]                W_EX_rs_i,
    input wire [4:0]                W_EX_rt_i,
    input wire [31:0]               W_EX_PC_i,
    output wire [32-1:0]  W_EX_alu_res_o,
    output wire [32-1:0]  W_EX_rt_data_o,
    output wire [4:0]               W_EX_rd_o,
    output wire                     W_EX_w_mem_ena_o,
    output wire                     W_EX_w_reg_ena_o,
    output wire                     W_EX_wb_sel_o,
    output wire                     W_EX_mem_r_o,
    output wire [4:0]               W_EX_rs_o,
    output wire [4:0]               W_EX_rt_o,
    input wire [31:0]               W_EX_PC_o
    );
    FlopEnRC #(32) flop_pc(
        .clk(clk),
        .en(~en),
        .rst(rst),
        .clear(clear),
        .in(W_EX_PC_i),
        .out(W_EX_PC_o)
    );
    FlopEnRC #(1) flop_mem_r(
        .clk(clk),
        .en(~en),
        .rst(rst),
        .clear(clear),
        .in(W_EX_mem_r_i),
        .out(W_EX_mem_r_o)
    );
    FlopEnRC #(5) flop_rs(
        .clk(clk),
        .en(~en),
        .rst(rst),
        .clear(clear),
        .in(W_EX_rs_i),
        .out(W_EX_rs_o)
    );
    FlopEnRC #(5) flop_rt(
        .clk(clk),
        .en(~en),
        .rst(rst),
        .clear(clear),
        .in(W_EX_rt_i),
        .out(W_EX_rt_o)
    );
    FlopEnRC #(32) flop_alu_res(
        .clk(clk),
        .en(~en),
        .rst(rst),
        .clear(clear),
        .in(W_EX_alu_res_i),
        .out(W_EX_alu_res_o)
    );
    FlopEnRC #(32) flop_rt_data(
        .clk(clk),
        .en(~en),
        .rst(rst),
        .clear(clear),
        .in(W_EX_rt_data_i),
        .out(W_EX_rt_data_o)
    );
    FlopEnRC #(5) flop_rd(
        .clk(clk),
        .en(~en),
        .rst(rst),
        .clear(clear),
        .in(W_EX_rd_i),
        .out(W_EX_rd_o)
    );
    FlopEnRC #(1) flop_w_mem_ena(
        .clk(clk),
        .en(~en),
        .rst(rst),
        .clear(clear),
        .in(W_EX_w_mem_ena_i),
        .out(W_EX_w_mem_ena_o)
    );
    FlopEnRC #(1) flop_w_reg_ena(
        .clk(clk),
        .en(~en),
        .rst(rst),
        .clear(clear),
        .in(W_EX_w_reg_ena_i),
        .out(W_EX_w_reg_ena_o)
    );
    FlopEnRC #(1) flop_wb_sel(
        .clk(clk),
        .en(~en),
        .rst(rst),
        .clear(clear),
        .in(W_EX_wb_sel_i),
        .out(W_EX_wb_sel_o)
    );
endmodule
`timescale 1ns / 1ps
module FlopEnRC #(parameter WIDTH = 32)(
    input wire clk,
    input wire en,
    input wire rst,
    input wire clear,
    input wire [WIDTH-1:0] in,
    output reg [WIDTH-1:0] out
    );
    always @(posedge clk, posedge rst) begin
        if (rst) begin
            out <= {WIDTH{1'b0}};
        end else if (clear) begin
            out <= {WIDTH{1'b0}};
        end else if (en) begin
            out <= in;
        end
    end
endmodule
### flow/run.sh
#!/bin/bash
# OpenROAD 26Q1-2900-gdf79404cd8, Yosys 0.63+post, stock flow scripts
make -C /OpenROAD-flow-scripts/flow DESIGN_CONFIG=/design/flow/config.mk WORK_HOME=/design/flow/orfs finish
==> Slide: Implementation Results <==
Run Summary

Clock network
  – CTS H-tree lvls: 3
  – Buffer cell driving the clock tree root: sky130_fd_sc_hd__clkbuf_16
  – Clock tree from TritonCTS: yes
  – CTS buffer count: 9
  – Clock insertion delay at the later pin of the skew report: 0.33 ns
  – Hold buffer count at CTS: 0
  – Clock-pin slew on the worst setup and hold paths: 0.06 ns
  – Number of clock sinks seen by CTS: 83
  – Maximum buffer depth of the clock tree: 2

Synthesis
  – Tally of unique sky130hd cells used after synthesis: 9
  – Dominant kind of combinational cell: multiplexers
  – Mux share of post-synthesis cell area: 0.243
  – Cell taking the most area after synthesis: sky130_fd_sc_hd__dfrtp_1
  – Chip area estimate from yosys synthesis: roughly 3400 µm²
  – Fraction of the mapped netlist area in simple logic gates: 0.0910
  – Adder and majority cell fraction of the synthesized area: 0
  – Count of flip-flops with a built-in enable after synthesis: 0
  – Cell count in the Yosys report: 268
  – Sequential element share of the synthesized area: 0.607
  – Share of async-settable or async-resettable flops after synthesis: 1.00
  – Synthesized area per cell: 12.8 µm²
  – Most instantiated flip-flop cell in the synthesis netlist: sky130_fd_sc_hd__dfrtp_1
  – XOR-XNOR Cells, Area Fraction: 0
  – Cell area after synthesis: 3420 µm²
  – Leading post-synthesis cells by cell area: sky130_fd_sc_hd__dfrtp_1 (61%), sky130_fd_sc_hd__mux2i_1 (24%), sky130_fd_sc_hd__nor2_1 (9.1%), sky130_fd_sc_hd__buf_12 (4.1%), sky130_fd_sc_hd__buf_2 (1.0%)
  – Number of standard cells after synthesis: 268
  – Yosys reg bits: ~83
  – AND-OR/OR-AND share of the synthesized area: 0
  – Top cells by count: sky130_fd_sc_hd__dfrtp_1 (83), sky130_fd_sc_hd__mux2i_1 (83), sky130_fd_sc_hd__nor2_1 (83)
  – Total number of yosys warnings: 3
  – Max-area cell share: 0.607

Routing
  – Routed vias: 2669
  – Number of detailed-routing iterations run before antenna repair: 4
  – Initial drt markers: roughly 110
  – DRC violation count after routing: 0
  – Post-detailed-routing wire length: 10400 µm
  – Antenna viol nets, final: 0
  – Drt wl/cell: 13.8 µm
  – DR vias/cell: 3.55
  – Antenna cell count: 0

GRT
  – Largest net degree at the start of global routing: 56
  – Antenna violations before repair: 0
  – Wire length of the first global-routing pass: 16800 µm
  – Vias in the first global route: 2905
  – Sum of overflow across all layers after global routing: 0
  – GR Util All Layers: 0.0732

Critical path
  – Buffers & Inverters on Critical Path: 1
  – Critical path, cell by cell: buf_2
  – Required time reported for the critical path endpoint: 0.80 ns
  – Worst EP arrival: 0.86 ns
  – Crit-path slowest cell: sky130_fd_sc_hd__dfrtp_1
  – Type of element capturing the critical path: output port
  – Worst setup SP type: flop
  – Destination of the worst register-to-register timing path: flop_alu_res.out[12]$_DFFE_PP0P_
  – Setup slack of the worst register-to-register path: ~0.050 ns
  – Kind of cell with the highest combined delay on the critical path: flip-flops
  – First element of the critical path: flop_alu_res.out[11]$_DFFE_PP0P_
  – Worst reg2reg startpoint: flop_alu_res.out[12]$_DFFE_PP0P_
  – Crit Path Category: reg2out
  – Critical-path maximum fanout: 2
  – WP depth: 1
  – Largest stage delay, worst path: 0.40 ns
  – Register-to-Register Path Depth: 4

Final timing
  – Endpoints failing setup: 83
  – Worst Max-Slew Pin Slew: 0.310 ns
  – Min Tclk post-route: roughly 1.1 ns
  – Final worst path period share: 1.06
  – Relative max-transition margin: 0.794
  – Unrepaired setup endpoints after global routing: yes
  – Final tally of max-slew violations: 0
  – Final hold viol count: 0
  – Fmax: 944 MHz
  – Worst-case clock skew: 0 ns
  – Worst path setup slack after routing: -0.0591 ns

Layout
  – Final cell area excluding filler cells: 5500 µm²
  – Layout cells sized above 1: 0.292
  – Synth-to-Final Area Change: 60.6%
  – Fill cell total of the finished layout: 2187

Die
  – Placement Rows: 53
  – Effective utilization at floorplan: 0.162
  – Vert. Die Dim: roughly 170 µm
  – Core area: 21200 µm²
  – Horizontal extent of the die: 167 µm
  – Number of top-level pins: approximately 230
  – Die footprint: 27900 µm²

Power
  – Power density normalized to cell area: 1470 nW/µm²
  – Worst IR Drop VDD: approximately 600 µV
  – Static power due to leakage: 0.00288 µW
  – Power, Total: between 8000 and 9000 µW

Placement
  – Last weighted congestion value of the routability-driven placer: 0.799
  – Placement Cell Area: ~5400 µm²
  – Number of port buffers: approximately 170
  – Half-perimeter wire length after placement: 7720 µm

Flow run
  – Warning total across the stage logs: roughly 92
  – Max-cap violations: 0

Status
  – Status: complete, but fails checks
  – Failing checks: negative setup slack

Min path
  – Worst hold path type: in2async
## worst max-delay path by stage
stage / to / slack [ns]
final: W_EX_alu_res_o[11] / -0.06
after global routing: W_EX_alu_res_o[11] / -0.11
after CTS: W_EX_alu_res_o[11] / -0.08
## stage by stage
step                 util  setup WS, ns  std cells  hold slack [ns]  setup TNS (ns)
finish              0.260       -0.0591        751            0.271           -2.07
global route        0.260        -0.107        751            0.281           -6.04
CTS                 0.254       -0.0841        734            0.261           -4.66
detailed placement  0.256       -0.0796        706            0.515           -3.17
global placement    0.256       -0.0620        706            0.505           -2.06
floorplan               -        -0.152        268            0.353          -12.60
## what timing repair did
item / 4_1_cts / 5_1_grt
resized: 255 / 0
setup buffers: 12 / 17
setup endpoints to repair: 83 / 83
## logic make-up (layout without fill, tap and decap cells)
family                 Yosys count  count (layout)
muxes                           83              83
and+or+nand+nor                 83              83
buffers and inverters           19             227
DFF                             83              83
## per-layer routing
metal	share of wire	global-route usage	up-vias
met5	0	0	-
met4	0.011	0.00916	0
met3	0.095	0.0310	12
met2	0.44	0.109	111
met1	0.45	0.101	1257
li1	-	-	1289
## state kept, by name, summed over array words and instances (netlist names)
signal / flops
flop_rd.out: 5
flop_rs.out: 5
flop_w_mem_ena.out: 1
flop_w_reg_ena.out: 1
flop_wb_sel.out: 1
flop_alu_res.out: 32
flop_rt.out: 5
flop_rt_data.out: 32
flop_mem_r.out: 1
## report_power, final
| group | internal (µW) | switching (µW) | total (µW) |
|---|---|---|---|
| Combinational | 734 | 437 | 1170 |
| Sequential | 3550 | 96.5 | 3640 |
| Clock | 2000 | 1260 | 3260 |
## placed cells by master, fill, tap and decap left out
cell                              synthesis  layout
sky130_fd_sc_hd__clkinvlp_4               0       1
sky130_fd_sc_hd__clkinv_2                 0       1
sky130_fd_sc_hd__mux2i_1                 83      83
sky130_fd_sc_hd__buf_2                    7      84
sky130_fd_sc_hd__dfrtp_1                 83      83
sky130_fd_sc_hd__clkbuf_1                 2       4
sky130_fd_sc_hd__nor2_1                  83      83
sky130_fd_sc_hd__buf_4                    1      37
sky130_fd_sc_hd__buf_12                   7       5
sky130_fd_sc_hd__bufinv_16                0       1
sky130_fd_sc_hd__clkbuf_8                 0       1
sky130_fd_sc_hd__clkdlybuf4s50_1          0      84
sky130_fd_sc_hd__clkbuf_16                0       9
## area by class of cell
class / count / area (µm²) / area share
clock inverters: 2 / 35.0 / 0.00637
well taps: 275 / 344 / 0.0626
multi-input cells: 166 / 1140 / 0.208
flip-flops and latches: 83 / 2080 / 0.378
inverters: 1 / 7.51 / 0.00137
clock buffers: 14 / 254 / 0.0462
repair buffers: 210 / 1640 / 0.298
Power and IR drop assume default switching activity.
