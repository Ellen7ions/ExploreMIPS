### flow/run.sh
#!/bin/bash
# OpenROAD 26Q1-2900-gdf79404cd8, Yosys 0.63+post, stock flow scripts
make -C /OpenROAD-flow-scripts/flow DESIGN_CONFIG=/design/flow/config.mk WORK_HOME=/design/flow/orfs finish
### flow/config.mk
export PLATFORM = sky130hd
export DESIGN_NAME = EX
export DESIGN_NICKNAME = EX
export VERILOG_FILES = /design/flow/design.v
export SDC_FILE = /design/flow/constraint.sdc
export NUM_CORES = 4
export LEC_CHECK = 1
export CORE_UTILIZATION = 50
### flow/constraint.sdc
current_design EX

set clk_period 22.8
set clk_io_pct 0.2

create_clock -name clk0 -period $clk_period

set non_clock_inputs [all_inputs -no_clocks]
set_input_delay [expr $clk_period * $clk_io_pct] -clock clk0 $non_clock_inputs
set_output_delay [expr $clk_period * $clk_io_pct] -clock clk0 [all_outputs]
### flow/design.v
`timescale 1ns / 1ps
`timescale 1ns / 1ps
module ALU(
    input   wire [32-1:0] W_a,
    input   wire [32-1:0] W_b,
    input   wire [3:0]              W_op_sel,
    output  reg  [32-1:0] R_alu_res
    );
    always @(*) begin
       case(W_op_sel)
       4'h0: R_alu_res = W_a + W_b;
       4'h1: R_alu_res = W_a - W_b;
       4'h2: R_alu_res = W_a & W_b;
       4'h3 : R_alu_res = W_a | W_b;
       4'h4 : R_alu_res = (W_a < W_b) ? {{31{1'b0}}, 1'b1} : {{31{1'b0}}, 1'b0};
       default: R_alu_res = {(32-1){1'b0}};
       endcase 
    end
endmodule
`timescale 1ns / 1ps
`timescale 1ns / 1ps
module EX(
    input wire  [32-1:0]  W_ID_rs_data,
    input wire  [32-1:0]  W_ID_rt_data,
    input wire                      W_ID_rt_sel,
    input wire  [3:0]               W_ID_alu_sel,
    input wire  [15:0]              W_ID_imme,
    input wire  [1:0]               W_forwardA,
    input wire  [1:0]               W_forwardB,
    input wire  [32-1:0]  W_EX_MEM_alu_res,
    input wire  [32-1:0]  W_WB_wb_data,
    input wire  [4:0]               W_ID_rd,
    input wire                      W_ID_w_mem_ena,
    input wire                      W_ID_w_reg_ena,
    input wire                      W_ID_wb_sel,
    output wire [32-1:0]  W_EX_alu_res,
    output wire [32-1:0]  W_EX_rt_data,
    output wire [4:0]               W_EX_rd,
    output wire                     W_EX_w_mem_ena,
    output wire                     W_EX_w_reg_ena,
    output wire                     W_EX_wb_sel
    );
    reg [32-1:0] W_a, W_b;
    wire [32-1:0] W_alu_res, W_a_src, W_b_src;
    always @(*) begin
        case (W_forwardA)
            2'b00: W_a = W_ID_rs_data;
            2'b01: W_a = W_EX_MEM_alu_res;
            2'b10: W_a = W_WB_wb_data;
            default: W_a = {32{1'b0}};
        endcase
    end
    always @(*) begin
        case (W_forwardB)
            2'b00: W_b = W_ID_rt_data;
            2'b01: W_b = W_EX_MEM_alu_res;
            2'b10: W_b = W_WB_wb_data;
            default: W_b = {32{1'b0}};
        endcase
    end
    assign W_a_src = W_a;
    assign W_b_src = (W_ID_rt_sel == 1'b0) ? W_b : {{16{W_ID_imme[15]}}, W_ID_imme};
    ALU alu(
        .W_a(W_a_src),
        .W_b(W_b_src),
        .W_op_sel(W_ID_alu_sel),
        .R_alu_res(W_alu_res)
    );
    assign W_EX_alu_res     = W_alu_res;
    assign W_EX_rt_data     = W_b;
    assign W_EX_rd          = W_ID_rd;
    assign W_EX_w_mem_ena   = W_ID_w_mem_ena;
    assign W_EX_w_reg_ena   = W_ID_w_reg_ena;
    assign W_EX_wb_sel      = W_ID_wb_sel;
endmodule
==> run summary <==
The layout was made with Yosys and OpenROAD.

The number of filler cells placed in the layout is 986. In the routed design, unresolved DRC markers number 0. The worst-case setup margin in the final layout is around 8.5 ns. The total global-route track usage is 33.79%.

Global route summary, busiest routing layer listed as met2. The stat command in Yosys gives a chip area of 6023 sq um. For reference, the most critical setup path is categorized as primary input to primary output. For this run, the detailed router reports a per-instance via density of 5.908. Per the post-place timing report, worst setup slack is roughly 8.5 ns. Per the OpenROAD floorplan log, the width of the die is 111.8 um. Counting endpoints that fail hold in the final report gives 0. The global routing met3 resource utilization is 4.044%.

Warnings raised by the tools during the run amount to 97. The cell sequence reported for the critical path is clkdlybuf4s50_1 > buf_4 > nor2b_2 > buf_4 > nand2_1 > o21ai_0 > mux2_2 > ha_1 > fa_1 > nor2b_1 > o21ai_0 > a311o_1 > o211ai_1 > a41oi_1 > o21ai_0 > nand4_1 > o221ai_1 > xor2_1 > o221ai_1 > clkdlybuf4s50_1. After global routing the overflow that remains totals 0. In this design, the stage delay of the slowest critical-path cell is 0.50 ns. The number of nets still failing antenna checks after routing is 0. On met2, the global router reports a usage of 55.61%.

Setup repair after global routing left no endpoint under its margin. The final cycle utilization of the critical path is 62.82%. The final wirelength is around 21000 um. The utilization after layout is 70.73%. The signed area change from the synthesized netlist to the final layout is 35.81%. The number of antenna violations at the first check in global routing was 1. The number of hold buffers added after CTS was 0. The static leakage is 3.807 nW. The total die area is around 12000 sq um. In this run the standard cell core region covers 11560 sq um. The arrival time reported for the critical path endpoint is just under 10 ns.

Entering global routing, the biggest net connects between 40 and 50 pins. The via count of the first global-routing pass is 6746. Before any placement, the netlist area is recorded as 6023 sq um. The global placer's final weighted congestion is between 0.9 and 1. For met1 alone, demand over resource in global routing was 47.33%. The startpoint of the lowest-slack hold path is W_ID_rd[0]. The final-report setup violation count is 0. The cell family contributing the most delay on the critical path is AND-OR/OR-AND gates.

The required time of the critical path is 18.24 ns. The maximum ir drop on the vdd rail is 0.01686 mV. The share of synthesized area occupied by flip-flops and latches is 0%. The first TritonRoute pass finished after 25 iterations.

The number of violations of the max-capacitance limit is 0. The script computed a power per unit cell area of roughly 29 nW/um^2. The number of cells in Yosys stat is approximately 910. In the synthesized netlist, the cells that appear most often are 96 x sky130_fd_sc_hd__ha_1, 94 x sky130_fd_sc_hd__inv_1, 91 x sky130_fd_sc_hd__nand2_1, 90 x sky130_fd_sc_hd__o21ai_0, 87 x sky130_fd_sc_hd__mux2i_1. The flip-flop and latch area is 0 sq um. The floorplan row count is 39. The number of max-slew violations in the final report is 0. The count of clock buffers in the final design is 0. By area the synthesized netlist is led by sky130_fd_sc_hd__ha_1 20%, sky130_fd_sc_hd__mux2i_1 14%, sky130_fd_sc_hd__o21ai_0 7.5%. The post-cts sizing count is 0. Looking at the critical path, the single cell with the biggest stage delay is sky130_fd_sc_hd__clkdlybuf4s50_1. The highest clock rate is between 60 and 70 MHz. Hold timing on the final database bottoms out at a slack of 9.120 ns. Port buffering added 217 buffers.

The first-pass GRT wire length is 34240 um. The synthesized area per cell is 6.648 sq um. The final timing report derives a shortest allowable period of 14.32 ns. The element type at the critical path end is a primary output. The peak fanout along the critical path is 33. The layout sequential cell count is 0.

The buffer-and-inverter tally for the worst setup path is 4. The fraction of final layout cells sized beyond drive strength 1 is 2.710%. The setup fix buffers added after clock tree synthesis is 0.

Leaving out buffers and inverters, the combinational logic in the layout accounts for 5383 sq um. In this run, the number of DRC markers left after iteration 0 of detailed routing was approximately 500. The final power report lists total power as ~0.24 mW.

The netlist uses around 63 different library cells. Of the post-synthesis cell area, the dominant cell type holds between 10% and 20%. The max-slew headroom at the worst pin is 47.77%.

Pin placement for this block handled between 200 and 250 I/O pins. Per the detail_route report, the via count comes to 7172. The timing startpoint of the critical path is W_forwardB[1].

The final layout reports a setup TNS of 0 ns. STA classifies the critical path startpoint as a primary input. The core utilization at floorplan is 52.08%. The path category of the worst min-delay check is primary input to primary output.

The gate count after technology mapping is 906. At the pin with the least slew margin, the transition time is between 0.7 and 0.8 ns. By instance count, the cell type seen most on the critical path is sky130_fd_sc_hd__o21ai_0. The detailed placement HPWL is between 15000 and 20000 um. The wire length per cell is 17.53 um.

The top cell type by total area after synthesis is sky130_fd_sc_hd__ha_1. The die extent in y is 111.8 um. The run finished with clean final reports. The most common cell in the netlist is sky130_fd_sc_hd__ha_1.

The number of warnings reported in the yosys synthesis log is 2.
==> logic make-up after synthesis <==
family	share of synthesized area, %
buffers and inverters	10.72
multiplexers	14.64
AND-OR/OR-AND	32.49
AND/OR/NAND/NOR	17.62
XOR/XNOR	3.926
adder cells (fa/ha/maj)	20.61
==> area by class of cell <==
class | count | area share, %
multi-input combinational | 745 | 65.80
timing repair buffer | 230 | 27.62
antenna | 1 | 0.03059
inverter | 95 | 4.359
tap | 143 | 2.187
==> placed cells by master (no fill, tap or decap), types with 7 or more instances in the layout <==
master / instances
sky130_fd_sc_hd__clkdlybuf4s50_1: 215
sky130_fd_sc_hd__ha_1: 96
sky130_fd_sc_hd__inv_1: 94
sky130_fd_sc_hd__nand2_1: 91
sky130_fd_sc_hd__o21ai_0: 90
sky130_fd_sc_hd__mux2i_1: 87
sky130_fd_sc_hd__nor2_1: 64
sky130_fd_sc_hd__a21oi_1: 64
sky130_fd_sc_hd__a21o_1: 40
sky130_fd_sc_hd__o221ai_1: 30
sky130_fd_sc_hd__xnor2_1: 22
sky130_fd_sc_hd__o21bai_1: 13
sky130_fd_sc_hd__buf_4: 13
sky130_fd_sc_hd__nor3_1: 12
sky130_fd_sc_hd__nand3_1: 11
sky130_fd_sc_hd__nand2b_1: 10
sky130_fd_sc_hd__or3_1: 10
sky130_fd_sc_hd__o211ai_1: 9
sky130_fd_sc_hd__nor4_1: 8
sky130_fd_sc_hd__nor2b_1: 7
==> power breakdown <==
part	leakage (nW)	total (mW)	switching [mW]	internal [mW]
clock	0.00000634	0.00000000588	0	0.00000000587
combinational	3.81	0.236	0.123	0.112
sequential	0	0	0	0
total	3.81	0.236	0.123	0.112
==> stage by stage <==
step,std cells,cell area (sq um)
6_report,1214,8180
5_1_grt,1214,8180
4_1_cts,1213,8178
3_5_place_dp,1213,8178
3_3_place_gp,1213,8178
2_1_floorplan,906,6023
==> path summary, 6_finish.rpt <==
path / slack, ns / cells after the start / endpoint
worst max-delay path: 8.48 / 20 / W_EX_alu_res[30]
worst min-delay path: 9.12 / 0 / W_EX_rd[0]
==> per-layer routing <==
metal / routed length [um] / part of all wire, % / up-vias
met4: 463 / 2.2 / 0
met5: 0 / 0 / -
li1: - / - / 3548
met1: 9520 / 45 / 3248
met2: 9615 / 45 / 344
met3: 1684 / 7.9 / 32
Power and IR drop assume default switching activity.
